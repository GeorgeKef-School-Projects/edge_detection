--- flow/run.sh ---
#!/bin/bash
# OpenROAD 26Q1-2900-gdf79404cd8, Yosys 0.63+post, stock flow scripts
make -C /OpenROAD-flow-scripts/flow DESIGN_CONFIG=/design/flow/config.mk WORK_HOME=/design/flow/orfs finish
--- flow/config.mk ---
export PLATFORM = sky130hd
export DESIGN_NAME = edge_detection_first_step
export DESIGN_NICKNAME = edge_detection_first_step
export VERILOG_FILES = /design/flow/design.v
export SDC_FILE = /design/flow/constraint.sdc
export NUM_CORES = 4
export LEC_CHECK = 1
export CORE_AREA = 10 10 70 70
export DIE_AREA = 0 0 80 80
export SYNTH_HDL_FRONTEND = slang
--- flow/constraint.sdc ---
current_design edge_detection_first_step

set clk_period 1.0
set clk_io_pct 0.2

create_clock -name clk0 -period $clk_period

set non_clock_inputs [all_inputs -no_clocks]
set_input_delay [expr $clk_period * $clk_io_pct] -clock clk0 $non_clock_inputs
set_output_delay [expr $clk_period * $clk_io_pct] -clock clk0 [all_outputs]
--- flow/design.v ---
module edge_detection_first_step(
    input logic clk,
    input logic rst,
    input logic neighbors_state[8:0], 
    output logic state
);
logic line1,line2;  
logic col1,col2;  
logic corner1,corner2,corner3,corner4;  
assign line1 = (neighbors_state[0] & neighbors_state[1] & neighbors_state[2]);
assign line2 = (neighbors_state[4] & neighbors_state[5] & neighbors_state[6]);
assign col1 = (neighbors_state[0] & neighbors_state[7] & neighbors_state[6]);
assign col2 = (neighbors_state[2] & neighbors_state[3] & neighbors_state[4]);
assign corner1 = (neighbors_state[7] & neighbors_state[0] & neighbors_state[1]);
assign corner2 = (neighbors_state[1] & neighbors_state[2] & neighbors_state[3]);
assign corner3 = (neighbors_state[3] & neighbors_state[4] & neighbors_state[5]);
assign corner4 = (neighbors_state[5] & neighbors_state[6] & neighbors_state[7]);
logic nor_line1,nor_line2;
logic nor_col1,nor_col2;  
logic nor_corner1,nor_corner2,nor_corner3,nor_corner4;
assign nor_line1 = ~(neighbors_state[0] | neighbors_state[1] | neighbors_state[2]);
assign nor_line2 = ~(neighbors_state[4] | neighbors_state[5] | neighbors_state[6]);
assign nor_col1 = ~(neighbors_state[0] | neighbors_state[7] | neighbors_state[6]);
assign nor_col2 = ~(neighbors_state[2] | neighbors_state[3] | neighbors_state[4]);
assign nor_corner1 = ~(neighbors_state[7] | neighbors_state[0] | neighbors_state[1]);
assign nor_corner2 = ~(neighbors_state[1] | neighbors_state[2] | neighbors_state[3]);
assign nor_corner3 = ~(neighbors_state[3] | neighbors_state[4] | neighbors_state[5]);
assign nor_corner4 = ~(neighbors_state[5] | neighbors_state[6] | neighbors_state[7]);
assign state = neighbors_state[8] & ((line1 & nor_line2) | (line2 & nor_line1) | (col1 & nor_col2) | (col2 & nor_col1) | (corner1 & nor_corner3) | (corner3 & nor_corner1) | (corner2 & nor_corner4) | (corner4 & nor_corner2));
endmodule;
==> results.tsv <==
metric	value	unit
critPathSlowestCell	or2b_4	
warnings	36	
ys_seq_frac	0	
cp_max_fo	4	
hold_ws	0.728	ns
crit_arrival	0.87	ns
grt_usage	0.0171	
p_sw	0.0328	mW
seq_cell_count	0	
dpl_worst_slack	-1.01	ns
p_per_area	326	nW/um^2
yosys_cells	14	
area_growth	169	%
die_y	80	um
initial_utilization	0.0315	
synth.avg_cell_area	7.69	um^2
cp_cell_sequence	buf_6, or2b_4, a21oi_2, a211oi_2, buf_2	
holdBufCountCts	0	
nClkBuffers	0	
postRouteAntennaNets	0	
yosysWarnings	0	
routed_wirelength	573	um
worst_pin_slew	0.176	ns
top_area_cell	a2bb2oi_1	
place_inst	70	
cp-end-kind	output pin	
final_util	0.0846	
hp-class	primary input to output pin	
netlist_top_cells_count	a2bb2oi_1, and2b_2, inv_1, or2b_2	
die_w	80	um
regArea	0	um^2
max-vdd-ir-drop	0.0000697	V
violations	setup timing	
combPwrFrac	1.000	
cp-start-kind	primary input	
diodes	0	
gp_congestion	0.764	
num_vias	146	
finalCritPeriodShare	1.07	
cap_violations	0	
crit_buf_inv	2	
grt_max_degree	5	
max_stage_delay	0.24	ns
topCellsByArea	a2bb2oi_1, and2b_2, or2b_2	
first_global_vias	175	
grt-ovfl-total	0	
critPathTopFamily	simple AND/OR/NAND/NOR gates	
drc	0	
p_leak	0.111	nW
p_sw_frac	0.348	
stdcell_count	70	
hold_viol	0	
period_needed	1.07	ns
wl_per_cell	8.19	um
avgViaCountPerCell	2.09	
io_pins	12	
core_area	3420	um^2
grt_pass1_wl	869	um
xor_share	0	
max_freq	935	MHz
synthTopLogicFamily	AND-OR/OR-AND gates	
drtPass1Iterations	2	
antenna_found_initial	0	
syn_inst	14	
ys_sh_simple	0.465	
cp_data_required_time	0.80	ns
rsz0062_at_grt	yes	
ys_sh_adder	0	
max-slew-margin-rel	0.883	
status	complete, but fails checks	
drtIter0Drc	7	
mux_share	0	
fill_cells	415	
numPortBuffers	10	
drv_slew	0	
p_int	0.0615	mW
power.share.clock	0	
top_cell_area_share	0.163	
ys_types	10	
ys_area	108	um^2
finalPower	0.0943	mW
seqPwrFrac	0	
drive_gt1_frac	0.750	
die_area	6400	um^2
worst_slack	-0.0693	ns
syn-cell-area	108	um^2
report.final.setup_viol	1	
row_count	21	
yosys.area_share.aoi	0.465	
worst-setup-path-type	primary input to output pin	
==> layout make-up <==
class                           count  area (um^2)  share of cell area
Inverter                            2         7.51              0.0260
Timing Repair Buffer               10         96.3               0.333
Multi-Input combinational cell     12          128               0.442
Tap cell                           46         57.6               0.199
==> logic make-up (layout without fill, tap and decap cells) <==
group                  Yosys count  count (layout)
AOI/OAI and AO/OA                6               6
buffers and inverters            2              12
and+or+nand+nor                  6               6
==> placed cells by master (no fill, tap or decap) <==
cell           instances
or2b_1                 1
buf_2                  1
inv_1                  2
buf_4                  2
or2b_4                 2
a2bb2oi_2              2
and2b_2                2
o22ai_1                1
dlygate4sd2_1          1
a21oi_2                1
and2b_1                1
o221ai_2               1
buf_6                  6
a211oi_2               1
==> layer usage <==
layer | track usage | up-vias | part of all wire
met4 | 0 | 0 | 0
li1 | - | 73 | -
met2 | 0.0177 | 9 | 0.25
met3 | 0.0114 | 0 | 0.14
met5 | 0 | - | 0
met1 | 0.0277 | 64 | 0.60
==> tightest hold or removal path: cells and delay by family <==
family	cells	cell delay [ns]
buffers and inverters	2	0.17
and+or+nand+nor	1	0.10
AOI/OAI and AO/OA	1	0.05
==> through the flow <==
step,setup TNS [ns],instance area [um^2]
final,-0.0693,289
after global routing,-0.154,289
after CTS,-0.0998,289
after detailed placement,-1.01,265
after global placement,-0.995,265
after floorplan,0,108
==> repair_timing <==
item / 4_1_cts / 5_1_grt
setup buffers: 0 / 0
setup endpoints to repair: 1 / 1
gates resized: 52 / 0
pin swaps: 4 / 0
==> path summary, 6_finish.rpt <==
kind,end,from,cells past startpoint,slack (ns)
setup / recovery,state,neighbors_state[3],5,-0.07
hold / removal,state,neighbors_state[6],4,0.73
==> power groups by stage <==
stage,sequential (mW),combinational (mW),clock [mW]
after CTS,0,0.0942,0
after global routing,0,0.102,0
final,0,0.0943,0
Power is estimated from default activity; no workload was simulated.
